File: /design/flow/config.mk
export PLATFORM = sky130hd
export DESIGN_NAME = BranchPredictor
export DESIGN_NICKNAME = BranchPredictor
export VERILOG_FILES = /design/flow/design.v
export SDC_FILE = /design/flow/constraint.sdc
export NUM_CORES = 4
export LEC_CHECK = 1
export CORE_UTILIZATION = 50
File: /design/flow/constraint.sdc
current_design BranchPredictor

set clk_period 52.9
set clk_io_pct 0.2

create_clock -name clk0 -period $clk_period [get_ports {clk}]

set non_clock_inputs [all_inputs -no_clocks]
set_input_delay [expr $clk_period * $clk_io_pct] -clock clk0 $non_clock_inputs
set_output_delay [expr $clk_period * $clk_io_pct] -clock clk0 [all_outputs]
File: /design/flow/design.v
`timescale 1ns / 1ps
module BranchPredictor(
    input               clk,
    input               rst,
    input       [31:0]  PC,
    input       [31:0]  update_PC,
    input       [31:0]  real_target,
    input               real_taken,
    input               predict_wrong,
    input               is_branch,
    output reg          predict_taken,
    output reg [31:0]   predict_target
    );
    wire btb_valid;
    wire bht_result;
    wire update_btb;
    wire [31:0] btb_result;
    assign update_btb = predict_wrong & real_taken;
    always @(*) begin
        predict_taken = btb_valid & bht_result;
        if (predict_taken) begin
            predict_target = bht_result;
        end else begin
            predict_target = PC + 4;
        end
    end
     _BTB #(
        .BTB_ADDR_LEN (8)    
    ) btb_inst (
        .clk(clk), 
        .rst(rst),
        .PC(PC),                   
        .update_PC(update_PC),                               
        .update_target(real_target),                      
        .update(update_btb),                   
        .btb_valid(btb_valid),               
        .predict_target(btb_result)         
    );
    _BHT #(
        .BHT_ADDR_LEN (10)    
    ) bht_inst (
        .clk(clk), 
        .rst(rst),
        .PC(PC),                   
        .update_PC(update_PC),            
        .is_taken(real_taken),                    
        .is_branch(is_branch),                   
        .predict_taken(bht_result)              
    );
endmodule
`timescale 1ns / 1ps
module _BHT #(parameter BHT_ADDR_LEN = 10)(
    input clk,
    input rst,
    input [31:0] PC,
    input [31:0] update_PC,
    input is_taken,
    input is_branch,
    output predict_taken
    );
   localparam TAG_ADDR_LEN = 32 - BHT_ADDR_LEN;
    localparam BHT_SIZE     = 1 << BHT_ADDR_LEN;
    reg [1:0] branch_history[BHT_SIZE - 1:0];
    wire [BHT_ADDR_LEN-1:0] bht_addr;
    assign bht_addr = PC[BHT_ADDR_LEN-1:0];
    wire [BHT_ADDR_LEN-1:0] update_bht_addr;
    assign update_bht_addr = update_PC[BHT_ADDR_LEN-1:0];
    localparam STRONGLY_NOT_TAKEN = 2'b00;
    localparam WEAKLY_NOT_TAKEN   = 2'b01; 
    localparam WEAKLY_TAKEN       = 2'b10;
    localparam STRONGLY_TAKEN     = 2'b11;
    assign predict_taken = branch_history[bht_addr][1] ? 1 : 0;
integer i;
     always@(negedge clk or posedge rst) begin 
        if(rst)begin
            for(i = 0; i < BHT_SIZE; i=i + 1)begin
                branch_history[i] <= WEAKLY_TAKEN;  
            end
        end else if(is_branch)  begin
            case (branch_history[update_bht_addr])
                STRONGLY_NOT_TAKEN: begin
                    if(is_taken) branch_history[update_bht_addr] <= WEAKLY_NOT_TAKEN;
                    else branch_history[update_bht_addr] <= STRONGLY_NOT_TAKEN;
                end
                WEAKLY_NOT_TAKEN: begin
                    if(is_taken) branch_history[update_bht_addr] <= WEAKLY_TAKEN;
                    else branch_history[update_bht_addr] <= STRONGLY_NOT_TAKEN;
                end
                WEAKLY_TAKEN:begin
                    if(is_taken) branch_history[update_bht_addr] <= STRONGLY_TAKEN;
                    else branch_history[update_bht_addr] <= WEAKLY_NOT_TAKEN;
                end
                STRONGLY_TAKEN:begin
                    if(is_taken) branch_history[update_bht_addr] <= STRONGLY_TAKEN;
                    else branch_history[update_bht_addr] <= WEAKLY_TAKEN;
                end
            endcase
        end
    end
endmodule
`timescale 1ns / 1ps
module _BTB #(parameter BTB_ADDR_LEN = 10)(
    input               clk,
    input               rst,
    input      [31:0]   PC,
    input      [31:0]   update_PC,
    input      [31:0]   update_target,
    input               update,
    output reg          btb_valid,
    output reg [31:0]   predict_target
    );
    localparam TAG_ADDR_LEN    = 32 - BTB_ADDR_LEN;     
    localparam BTB_SIZE        = 1 << BTB_ADDR_LEN;     
    reg [            31:0] target_addr [BTB_SIZE - 1:0];      
    reg [TAG_ADDR_LEN-1:0] tags        [BTB_SIZE - 1:0];      
    reg                    valid       [BTB_SIZE - 1:0];      
    wire [BTB_ADDR_LEN-1:0] btb_addr;
    wire [TAG_ADDR_LEN-1:0] tag_addr;
    assign {tag_addr, btb_addr} = PC;
    wire [BTB_ADDR_LEN-1:0] update_btb_addr;
    wire [TAG_ADDR_LEN-1:0] update_tag_addr;
    assign {update_tag_addr, update_btb_addr} = update_PC;
    always @ (*) begin             
        if(valid[btb_addr] && tags[btb_addr] == tag_addr)begin
            btb_valid = 1'b1;
            predict_target = target_addr[btb_addr];
        end else begin
            btb_valid = 1'b0;
            predict_target = PC + 4; 
        end
    end
    integer i;
    always@(negedge clk or posedge rst) begin 
        if(rst) begin
            for( i = 0; i < BTB_SIZE; i= i + 1)
            begin
                target_addr[i] <= 0;
                tags[i] <= 0;
                valid[i] <= 0;
            end
        end else if(update)begin
            tags[update_btb_addr] <= update_tag_addr;
            valid[update_btb_addr] <= 1'b1;
            target_addr[update_btb_addr] <= update_target;
        end
    end
endmodule
File: /design/flow/run.sh
#!/bin/bash
# OpenROAD 26Q1-2900-gdf79404cd8, Yosys 0.63+post, stock flow scripts
make -C /OpenROAD-flow-scripts/flow DESIGN_CONFIG=/design/flow/config.mk WORK_HOME=/design/flow/orfs finish
==> Changelog: implementation <==
### Implementation results

- Status: did not finish
- Stop stage: global routing (5_1_grt)
- Error: [ERROR GRT-0116] Global routing finished with congestion. Check the congestion regions in the DRC Viewer.
- Main area contributors: dfrtn_1, mux2_2, dfstp_2, a22oi_1, nand2_1
- Syn Area/Cell: between 10 and 15 µm²
- Asr flop ratio synth: 1.00
- Gate Count Post-Synth: around 34000
- H-tree Lvls: 6
- Die Height: 894 µm
- Ys Warns: 7
- Root buf cell: clkbuf_16
- Global-route wire length before repair: 5410000 µm
- Yosys top cell by instances: dfrtn_1
- Hold buffer count at CTS: 0
- Buffers on Ports: 101
- Most common reg cell: dfrtn_1
- Yosys top cell area share: 0.467
- Dpl ws: 5.14 ns
- Post-CTS Setup Bufs: 0
- Yosys Instances: 33809
- Clock Tree Buf Depth: 4
- Gpl congestion: 1.48
- #FFs+latches synth: 8448
- Clock sink total: 8448
- I/O Pins: 134
- Top cells by count: dfrtn_1, mux2_2, nand2_1
- Seq share, synth: 0.535
- Largest net degree at the start of global routing: 140
- Floorplan utilization: 0.502
- GRT Total Usage: 1.08
- Post-cts resize count: 0
- Yosys stat area: 398000 µm²
- Syn Std Cell Area: 398000 µm²
- Cell count after placement: 44457
- Flip-flops with a built-in enable: 0
- TritonCTS Buffers: 891
- DP HPWL: 2760000 µm
- Number of global-route vias before repair: 459243
- Placement Rows: approximately 330
- Area leader, netlist: dfrtn_1
- Die Wd: 894 µm
- GRT Residual Overflow: 85096
- Synth cell types: between 100 and 150
[kinds of logic after synthesis]
group                      after synthesis  synth area share
muxes                                 7430             0.210
AOI/OAI and AO/OA                     7310             0.131
adders and majority gates                6          0.000179
xor gates and xnor gates                43          0.000947
and+or+nand+nor                       7113            0.0872
DFF                                   8448             0.535
buffers and inverters                 3459            0.0363
[layer usage]
layer,overflow,track usage
met5,1082,0.936
met4,11528,0.996
met1,13404,1.04
met2,49483,1.24
met3,9599,1.01
[stage by stage]
stage / cell area [µm²] / hold WS (ns)
2_1_floorplan: 398000 / 0.385
3_3_place_gp: 431000 / 0.404
4_1_cts: 466000 / 0.414
3_5_place_dp: 431000 / 0.411
