$ cat flow/design.v
`timescale 1ns / 1ps
module ALU(
    input       [31:0]      op1,
    input       [31:0]      op2,
    input       [3:0]       ALU_func,
    output reg  [31:0]      ALU_out
    );
    `timescale 1ns / 1ps
    always @ (*) begin
        case(ALU_func)
            4'b0011: ALU_out = op1 + op2;
            4'b0100: ALU_out = op1 - op2;
            4'b0101: ALU_out = op1 ^ op2;
            4'b0110:  ALU_out = op1 | op2;
            4'b0111: ALU_out = op1 & op2;
            4'b0000: ALU_out = op1 << op2[4:0];
            4'b0001: ALU_out = op1 >> op2[4:0];
            4'b0010: ALU_out = {{32{op1[31]}}, op1[31:0]} >> op2[4:0];
            4'b1000: begin
                if (op1[31]==0 && op2[31]==1)begin
                    ALU_out = 0;
                end else if (op1[31]==1 && op2[31]==0)begin
                    ALU_out = 1;
                end else if (op1[31]==1 && op2[31]==1)begin 
                    ALU_out = (op1 < op2) ? 1 : 0;
                end else begin
                    ALU_out = (op1 < op2) ? 1 : 0;
                    end
                end
            4'b1001: ALU_out = (op1 < op2) ? 32'd1 : 32'd0;
            4'b1010:  ALU_out = op2;
            4'b1011:  ALU_out = op1;
            4'b1100:  ALU_out = op2;
            4'b1101: ALU_out = (~op1) & op2;  
            default: ALU_out = 32'b0;
        endcase
    end
endmodule
$ cat flow/run.sh
#!/bin/bash
# OpenROAD 26Q1-2900-gdf79404cd8, Yosys 0.63+post, stock flow scripts
make -C /OpenROAD-flow-scripts/flow DESIGN_CONFIG=/design/flow/config.mk WORK_HOME=/design/flow/orfs finish
$ cat flow/config.mk
export PLATFORM = sky130hd
export DESIGN_NAME = ALU
export DESIGN_NICKNAME = ALU
export VERILOG_FILES = /design/flow/design.v
export SDC_FILE = /design/flow/constraint.sdc
export NUM_CORES = 4
export LEC_CHECK = 1
export CORE_UTILIZATION = 40
$ cat flow/constraint.sdc
current_design ALU

set clk_period 11.9
set clk_io_pct 0.2

create_clock -name clk0 -period $clk_period

set non_clock_inputs [all_inputs -no_clocks]
set_input_delay [expr $clk_period * $clk_io_pct] -clock clk0 $non_clock_inputs
set_output_delay [expr $clk_period * $clk_io_pct] -clock clk0 [all_outputs]
==> flow_summary.toml <==
# physical design summary
[finish]
num-clock-buffers = 0
area_delta_synth_final_pct = 12.6
fin_util = 0.460
seq_cell_count = 0
drive_above_1_share = 0.0612
regArea_um2 = 0

[yosys]
syn_area_per_cell_um2 = 6.26
ys_area_um2 = 8910
synth_cell_types = 71
synth_seq_share = 0
yosys_warnings = 1
synth_area_um2 = 8910
syn_inst = 1424
synth_stat.cells = 1424

[timing]
max_slew_margin = 0.360
max_freq_mhz = 102
rsz0062_at_grt = "no"
drv_slew = 0
setup_viol = 0
period_used_share = 0.827
tns_ns = 0
worst_pin_slew_ns = 0.933
fin_crit_ns = 9.84
setup_ws_ns = 2.06
hold_violations = 0

[power_and_ir_drop]
p_sw_w = 0.000316
power.internal_w = 0.000192
power_frac_seq = 0
powerDensity_nw_per_um2 = 50.6
clkPwrFrac = 0
p_comb_frac = 1.000
switching_share = 0.621
ir_drop_v = 0.0000237
power.leakage_nw = 4.16
total_power_w = 0.000508

[global_route]
grt_max_degree = 66
grt_antenna_before_repair = 0
grt_pass1_wl_mm = 65.8
grt.total_usage = 0.395
grt-ovfl-total = 0
grt_pass1_vias = 10260

[worst_hold_path]
hold_end = "ALU_out[1]"
min_path_cells = 5
hp-class = "in2out"
hp-start = "op2[1]"

[die]
die_height_um = 151
core_region_area_um2 = 21800
pin_count = 100
core_util_floorplan = 0.408
rows = 54
die_width_um = 151
dieArea_um2 = 22900

[setup_path]
cp.required_ns = 9.52
cp_slowest_cell = "o311ai_0"
crit_fanout = 30
max_stage_delay_ns = 0.70
crit_type = "in2out"
end_kind = "output port"
cpMostUsedCell = "a21oi_1"
startpoint = "op2[3]"
cp-start-kind = "input pin"
path_cells = "buf_2 -> clkinv_1 -> buf_4 -> ha_1 -> nor3_1 -> o311ai_0 -> a21oi_1 -> o31ai_1 -> a21oi_1 -> o21ai_0 -> a21oi_1 -> o311ai_0 -> a221o_1 -> clkdlybuf4s50_1"
critPathArrivalTime_ns = 7.46

[detailed_routing]
highest_layer = "met4"
first_pass_iters = 5
n_antenna_cell = 0
dr_wl_met3_mm = 4.03
routed_wl_mm = 44.7
num_vias = 11462
avgRoutedWirePerCell_um = 26.0
route.detailed.drc = 0
drtIter0Drc = 1128
vias_per_cell = 6.67
wl_met1_mm = 18.3
met2_length_mm = 20.0
postRouteAntennaNets = 0

[flow_run]
drv_cap = 0
warnings = 97

[clock_tree]
ctsResizeCount = 0
cts_setup_buffers = 0
cts_hold_buf = 0

[place]
dp_slack_ns = 2.33
io_buffer_count = 100
gp_congestion = 1.06
dpl.hpwl_mm = 34.8

[status]
status = "completed"
[synth_stat cells (all sizes together) (4+ instances only)]
master | count | share of area
nor2 | 164 | 0.069
nand3 | 22 | 0.012
nor4 | 6 | 0.0042
o31ai | 13 | 0.011
clkbuf | 92 | 0.039
a21o | 21 | 0.018
a221oi | 25 | 0.025
nor3 | 28 | 0.016
buf | 25 | 0.014
o311ai | 7 | 0.0069
o211ai | 27 | 0.023
a311oi | 5 | 0.0049
mux4 | 18 | 0.045
o21bai | 10 | 0.0084
a32oi | 4 | 0.0039
or4 | 4 | 0.0034
o22ai | 16 | 0.011
nor2b | 9 | 0.0063
o2111ai | 10 | 0.0098
ha | 97 | 0.14
o221a | 6 | 0.0076
nand2 | 143 | 0.060
or2 | 6 | 0.0042
o21ai | 150 | 0.084
mux2 | 11 | 0.014
a21oi | 164 | 0.092
and2 | 10 | 0.0070
or3 | 9 | 0.0069
inv | 93 | 0.039
mux2i | 47 | 0.053
o221ai | 19 | 0.019
a2111oi | 6 | 0.0059
a211oi | 27 | 0.023
a31oi | 17 | 0.012
a22oi | 7 | 0.0059
a221o | 18 | 0.020
a21boi | 5 | 0.0042
nand2b | 16 | 0.011
a211o | 4 | 0.0039
nand4 | 14 | 0.0098
o31a | 6 | 0.0059
[stage by stage]
stage / area [um2] / std cells / hold WS (ns)
after floorplan: 8910 / 1424 / 4.84
after global placement: 10000 / 1718 / 5.96
after detailed placement: 10000 / 1718 / 5.95
after CTS: 10000 / 1718 / 5.94
after global routing: 10000 / 1718 / 5.98
final: 10000 / 1718 / 5.97
[how the worst max path moves through the flow]
stage                         to  slack, ns  cells after the start
after CTS             ALU_out[0]       2.32                     14
after global routing  ALU_out[0]       1.93                     14
final                 ALU_out[0]       2.06                     14
[power by group through the flow]
stage | Sequential [W] | Clock [W] | Combinational [W]
6_report | 0 | 0 | 0.000508
4_1_cts | 0 | 0 | 0.000495
5_1_grt | 0 | 0 | 0.000543
[layout make-up]
cell class         instances  area, um2
fillers                 2262      11800
multi-input cells       1212       8110
repair buffers           131       1220
inverters                 95        357
well taps                280        350
[placed cells by master (no fill, tap or decap), drive strengths merged, types with 28 or more instances in the layout]
| cell type | count |
|---|---|
| a21oi | 164 |
| inv | 93 |
| nor2 | 164 |
| nor3 | 28 |
| mux2i | 47 |
| buf | 35 |
| clkdlybuf4s50 | 96 |
| nand2 | 143 |
| o21ai | 150 |
| ha | 97 |
[logic make-up (layout without fill, tap and decap cells)]
group | count (synthesis) | count (layout) | synth area share
mux | 76 | 76 | 0.112
fa+ha+maj | 99 | 99 | 0.141
xor+xnor | 3 | 3 | 0.00295
compound gates | 589 | 589 | 0.429
buf+inv | 212 | 226 | 0.0924
simple gates | 445 | 445 | 0.223
[worst max-delay path, delay by kind of cell]
| family | cells | cell delay, ns |
|---|---|---|
| compound gates | 8 | 3.17 |
| fa+ha+maj | 1 | 0.49 |
| buf+inv | 4 | 1.30 |
| simple gates | 1 | 0.09 |
[layer usage]
layer  global-route usage  up-vias
li1                     -     5352
met1                0.535     5369
met2                0.624      642
met3               0.0498       99
met4                0.184        0
met5                    0        -
