[design/flow/run.sh]
#!/bin/bash
# OpenROAD 26Q1-2900-gdf79404cd8, Yosys 0.63+post, stock flow scripts
make -C /OpenROAD-flow-scripts/flow DESIGN_CONFIG=/design/flow/config.mk WORK_HOME=/design/flow/orfs finish
[design/flow/design.v]
`timescale 1ns / 1ps
module CSR_Regfile #(parameter CSR_ADDR_LEN = 4)(
    input clk,
    input rst,
    input CSR_write_en,
    input [11:0] CSR_write_addr,
    input [11:0] CSR_read_addr,
    input [31:0] CSR_data_write,
    output [31:0] CSR_data_read
    );
    localparam CSR_SIZE = 1 << CSR_ADDR_LEN;
    localparam UNUSED_ADDR_LEN = 12 - CSR_ADDR_LEN;
    reg [31:0] CSR[CSR_SIZE-1 : 0];
    integer i;
    wire [CSR_ADDR_LEN-1   : 0] write_addr;
    wire [UNUSED_ADDR_LEN-1: 0] unused_write_addr;
    assign {unused_write_addr, write_addr} = CSR_write_addr;
    wire [CSR_ADDR_LEN-1   : 0] read_addr;
    wire [UNUSED_ADDR_LEN-1: 0] unused_read_addr;
    assign {unused_read_addr, read_addr} = CSR_read_addr;
    initial
    begin
        for(i = 0; i < CSR_SIZE; i = i + 1) 
            CSR[i][31:0] <= 32'b0;
    end
    always@(posedge clk or posedge rst) 
    begin 
        if (rst)
            for (i = 0; i < CSR_SIZE; i = i + 1) 
                CSR[i][31:0] <= 32'b0;
        else if(CSR_write_en)
            CSR[write_addr] <= CSR_data_write;   
    end
    assign CSR_data_read = CSR[read_addr];
endmodule
[design/flow/constraint.sdc]
current_design CSR_Regfile

set clk_period 6.7
set clk_io_pct 0.2

create_clock -name clk0 -period $clk_period [get_ports {clk}]

set non_clock_inputs [all_inputs -no_clocks]
set_input_delay [expr $clk_period * $clk_io_pct] -clock clk0 $non_clock_inputs
set_output_delay [expr $clk_period * $clk_io_pct] -clock clk0 [all_outputs]
[design/flow/config.mk]
export PLATFORM = sky130hd
export DESIGN_NAME = CSR_Regfile
export DESIGN_NICKNAME = CSR_Regfile
export VERILOG_FILES = /design/flow/design.v
export SDC_FILE = /design/flow/constraint.sdc
export NUM_CORES = 4
export LEC_CHECK = 1
export CORE_UTILIZATION = 50
==> metrics.yaml <==
run_status:
  status: "finished clean"
sta:
  tns_ns: 0
  finalSetupViolations: 0
  clock.fmax_mhz: 179
  min_period_ns: 5.59
  fin_skew_ns: 0
  rsz0062_at_grt: "no"
  drv_slew: 0
  fin_crit_sh_pct: 83.5
  slew_headroom_pct: 37.9
  hold_violations: 0
  max_slew.worst_pin.slew_ns: 0.907
cells_and_area:
  final_common_cell: "dfrtp_1"
  top_register: "CSR"
  layout-drive-gt1-share_pct: 36.1
  area_delta_synth_final_pct: 13.2
  reg.largest.list: "CSR x512"
  largest_reg_flops: 512
  final_cell_mix: "512 x dfrtp_1, 510 x mux2_2, 96 x nand3b_1, 83 x a22o_1, 74 x a21oi_1"
setup_path:
  slowest_delay_ns: 0.79
  crit_arrival_ns: 4.25
  crit_required_ns: 5.36
  worstPathCellList: "buf_4, buf_4, and4_1, buf_4, a22o_1, a21oi_1, a31oi_1, clkdlybuf4s50_1"
  end_kind: "output port"
  rr_endpoint: "CSR[4][23]"
  r2r_cells: 1
  worstSetupPathType: "primary input to output port"
  cp_common_cell: "buf_4"
  crit_path_start_kind: "primary input"
  crit_family: "buffers and inverters"
  reg2reg_slack_ns: 5.91
  slowest_stage: "and4_1"
  regToRegStartpoint: "CSR[4][23]"
  crit_fanout: 38
  critPathBufInv: 4
route:
  postRouteWirelength_microns: 66700
  drtIter0Drc: 1000
  vias: 15804
  diodes: 0
  detail_route.vias_per_cell: 6.30
  ant_nets: 0
  drc_errors: 0
  wl_per_cell_microns: 26.6
  first_pass_iters: 23
cts:
  cts_resized: 0
  cts_buffers: 56
  cts_tree: "built"
  clkSinkCount: 512
  clk_path_buf_depth: 3
  hold_buffers: 0
  cts_setup_buffers: 0
  cts_root_buf: "clkbuf_16"
  cts_max_level: 2
  clk_latency_ns: 0.61
  cts.clk_slew.worst_paths_ns: 0.06
global_route:
  grt_busiest_layer: "met1"
  antenna_found_initial: 0
  grt_overflow: 0
  grt_pass1_vias: 15998
  use_met1_pct: 47.9
  grt_max_degree: 125
  grtUsageMet2_pct: 42.5
  met3_usage_pct: 9.22
  grt_usage_pct: 29.9
  grt_pass1_wl_microns: 101000
floorplan:
  core_sq_mm: 0.0468
  chipHeight_microns: 220
  ios: 91
  chipArea_sq_mm: 0.0485
  rows: 79
  fp_util_pct: 50.9
  die-width_microns: 220
synth:
  yosysWarningCount: 2
  syn_area_sq_mm: 0.0238
  syn-instance-count: 1847
  async_reset_ff_share_pct: 100
  synth.avg_cell_area_sq_um: 12.9
  ff_type: "dfrtp_1"
  synthTopCellsByArea: "dfrtp_1 54%, mux2_2 24%, a22o_1 3.1%"
  ys_area_sq_mm: 0.0238
  yosysSeqAreaShare_pct: 53.8
  edf_count: 0
  ys.flops: 512
  yosysUniqueCellTypes: 59
  yosysTopAreaCellShare_pct: 53.8
  largest_area_cell: "dfrtp_1"
  synth_stat.cells: 1847
min_path:
  timing.hold.worst.start: "CSR[3][23]"
  min_path_type: "register to register"
  hold_path_end: "CSR[3][23]"
  hold_depth: 1
placed_design:
  gp_congestion: 0.841
  io_buffer_count: 74
  dp_hpwl_microns: 37000
pwr:
  powerDensity_mw_per_mm2: 317
  finalPower_mw: 8.54
  vdd_drop_max_mv: 0.197
  leakage_nw: 11.4
flow_run:
  max-cap-violations: 0
  warnings: 46
power breakdown:
part	switching (mW)	total [mW]	internal, mW
logic	0.566	1.39	0.822
clock network	1.23	3.01	1.78
registers	0.335	4.15	3.81
routing by layer:
layer  share of wire [%]  vias up
met5                   0        -
met4                 2.2        0
met3                 8.9       94
met2                  44      551
met1                  45     8229
li1                    -     6930
cell usage after synthesis, types with 3 or more instances:
master     count
a22oi_1       14
o21ai_0       13
buf_4          5
mux2_1         9
a22o_1        83
a222oi_1       3
and3b_1        4
mux2i_1        5
nor2_1        39
nand3b_1      96
a2111oi_0     21
a32oi_1        5
and2_1        25
a21oi_1       74
nand3_1       14
buf_2         70
and3_1         8
nand4_1        4
clkbuf_1     101
dfrtp_1      512
inv_1          5
mux2_2       510
a311oi_1       3
a211oi_1       5
nand2_1       20
buf_1          8
a221oi_1      45
or3_1         25
a211o_1        3
nor4bb_1       4
nor3b_1        4
nand2b_1      31
o22ai_1        5
o32a_1         5
o211ai_1       3
a31oi_1       28
and4b_1        3
nor2b_1       11
stage by stage:
| stage | cells | hold slack [ns] | area (sq um) | worst slack, ns | util [%] |
|---|---|---|---|---|---|
| 2_1_floorplan | 1847 | 0.449 | 23800 | -1.59 | - |
| 3_3_place_gp | 2407 | 0.462 | 25200 | 1.14 | 53.8 |
| 3_5_place_dp | 2407 | 0.467 | 25200 | 1.17 | 53.8 |
| 4_1_cts | 2507 | 0.481 | 27000 | 1.13 | 57.7 |
| 5_1_grt | 2507 | 0.505 | 27000 | 0.957 | 57.7 |
| 6_report | 2507 | 0.478 | 27000 | 1.11 | 57.7 |
logic make-up (layout without fill, tap and decap cells):
family | Yosys count | count (layout) | synth area share (%)
buffers and inverters | 192 | 245 | 3.47
AND-OR/OR-AND | 325 | 325 | 10.2
flip-flops | 512 | 512 | 53.8
multiplexers | 524 | 524 | 24.7
AND/OR/NAND/NOR | 294 | 294 | 7.83
area by class of cell:
type                            count  area, sq um
Inverter                            8         33.8
Multi-Input combinational cell   1143        10300
Sequential cell                   512        12800
Clock buffer                       92         1720
Timing Repair Buffer              137         1250
Tap cell                          607          759
Fill cell                        3709        19800
Clock inverter                      8         82.6
worst max path at each step:
stage | start | depth (start not counted) | slack, ns | endpoint
5_1_grt | CSR_read_addr[3] | 8 | 0.96 | CSR_data_read[27]
4_1_cts | CSR_read_addr[3] | 8 | 1.13 | CSR_data_read[22]
6_report | CSR_read_addr[0] | 8 | 1.11 | CSR_data_read[25]
Power figures rest on the tool's default switching activity, not on a simulated workload.
